===== run.sh =====
#!/bin/bash
# OpenROAD 26Q1-2900-gdf79404cd8, Yosys 0.63+post, stock flow scripts
make -C /OpenROAD-flow-scripts/flow DESIGN_CONFIG=/design/flow/config.mk WORK_HOME=/design/flow/orfs finish

===== config.mk =====
export PLATFORM = sky130hd
export DESIGN_NAME = cbd
export DESIGN_NICKNAME = cbd
export VERILOG_FILES = /design/flow/design.v
export SDC_FILE = /design/flow/constraint.sdc
export NUM_CORES = 4
export LEC_CHECK = 1
export CORE_UTILIZATION = 50

===== constraint.sdc =====
current_design cbd

set clk_period 28.0
set clk_io_pct 0.2

create_clock -name clk0 -period $clk_period [get_ports {clk}]

set non_clock_inputs [all_inputs -no_clocks]
set_input_delay [expr $clk_period * $clk_io_pct] -clock clk0 $non_clock_inputs
set_output_delay [expr $clk_period * $clk_io_pct] -clock clk0 [all_outputs]

===== design.v =====
module cbd(
  input clk,
  input set,
  input reset,
  input wire readin,
  input wire readout,
  input wire [31:0] cbd_din_1,
  input wire [31:0] cbd_din_2,
  output reg signed [15:0] cbd_dout_1,  
  output reg signed [15:0] cbd_dout_2,
  output reg ok_in,
  output reg ok_out
);
reg we_1, we_2;
reg [4:0] addr_1, addr_2;
reg [31:0] din_1, din_2;
wire [31:0] dout_1, dout_2;
reg [31:0] cal_din;
wire [31:0] cal_dout;
dual_ram #(5, 32) ram1(
  .clk(clk),
  .we_1(we_1),
  .we_2(we_2),
  .addr_1(addr_1),
  .addr_2(addr_2),
  .din_1(din_1),
  .din_2(din_2),
  .dout_1(dout_1),
  .dout_2(dout_2)
);
cbd2_cal cbd2_1(
  .clk(clk),
  .set(set),
  .din(cal_din),
  .dout(cal_dout)
);
reg [5:0] counter;  
reg [3:0] timer;
reg ready;
reg [1:0] grain;
reg [31:0] dout;
reg ctrl;
wire signed [3:0] temp1 = ((dout >> (grain*8  )) & 'hf);
wire signed [3:0] temp2 = ((dout >> (grain*8+4)) & 'hf);
always @(posedge clk or posedge reset) begin
  if(reset) begin
    addr_1 <= 'dz; addr_2 <= 'dz;
    din_1  <= 'dz; din_2  <= 'dz;
    we_1   <=   0; we_2   <=   0;
    ok_in  <=   1; ok_out <=   0;
    ready   <= 0;
    counter <= 0;
    timer   <= 0;
    grain   <= 0;
    ctrl    <= 0;
  end else if(set && readin && !ready && ok_in) begin
    if(counter < 32) begin
      counter <= counter + 2;
      we_1 <= 1; we_2 <= 1;
      addr_1 <= counter;
      addr_2 <= counter + 1;
      din_1  <= cbd_din_1;
      din_2  <= cbd_din_2;
    end else begin
      we_1   <=   0; we_2   <=   0;
      ok_in   <= 0;  
      ready   <= 1;  
      counter <= 0;  
    end
  end else if(set && ready && !ok_out) begin
    if(counter < 36) begin
      counter <= counter + 1;  
      we_1 <= 0;
      if(counter < 32) begin
        addr_1 <= counter;
      end
      if(timer > 1) begin
        cal_din <= dout_1;
      end
      if(timer < 4) begin
        timer <= timer + 1;
      end else begin
        we_2   <= 1;
        addr_2 <= counter - 4;
        din_2  <= cal_dout;
      end
    end else begin
         we_2  <=   0;
      ok_out    <=   1;
      counter   <=   0;
      timer     <=   0;  
    end
  end else if(set && ready && ok_out && readout) begin
    if(timer < 3) begin
      timer <= timer + 1;
    end else begin
      timer <= 0;
    end
    if(ctrl) begin
      grain <= grain + 1;
      cbd_dout_1 <= temp1;
      cbd_dout_2 <= temp2;
    end
    if(counter < 33) begin
      if(timer == 0) begin
        counter <= counter + 1;
        addr_1  <= counter;
      end
      if(timer == 2) begin
        dout <= dout_1;
        ctrl <= 1;
      end
    end else begin
      if(timer == 2) begin
        ok_in  <=   1; ok_out <=   0;
        ready   <= 0;  
        counter <= 0;
        timer   <= 0;  
        ctrl    <= 0;
      end
    end
  end else begin
  end
end
endmodule
module cbd2_cal(
  input clk,
  input set,
  input wire [31:0] din,
  output reg [31:0] dout
);
reg [31:0] d;
always @(posedge clk) begin
  if(set) begin
    d = (din & 32'h55555555) + ((din >> 1) & 32'h55555555);
    dout =  ((( ((d >> (4*0)) & 'h3) - ((d >> (4*0+2)) & 'h3) ) & 'hf ) << 24   )
          | ((( ((d >> (4*1)) & 'h3) - ((d >> (4*1+2)) & 'h3) ) & 'hf ) << 28   )
          | ((( ((d >> (4*2)) & 'h3) - ((d >> (4*2+2)) & 'h3) ) & 'hf ) << 16   )
          | ((( ((d >> (4*3)) & 'h3) - ((d >> (4*3+2)) & 'h3) ) & 'hf ) << 20   )
          | ((( ((d >> (4*4)) & 'h3) - ((d >> (4*4+2)) & 'h3) ) & 'hf ) <<  8   )
          | ((( ((d >> (4*5)) & 'h3) - ((d >> (4*5+2)) & 'h3) ) & 'hf ) << 12   )
          | ((( ((d >> (4*6)) & 'h3) - ((d >> (4*6+2)) & 'h3) ) & 'hf ) <<  0   )
          | ((( ((d >> (4*7)) & 'h3) - ((d >> (4*7+2)) & 'h3) ) & 'hf ) <<  4   )
          ;
  end
end
endmodule
module dual_ram #(parameter DEPTH = 8, WIDTH = 16)(
  input clk,
  input wire we_1,  
  input wire we_2,
  input wire [DEPTH-1:0] addr_1,
  input wire [DEPTH-1:0] addr_2,
  input wire [WIDTH-1:0] din_1, 
  input wire [WIDTH-1:0] din_2,
  output reg [WIDTH-1:0] dout_1,
  output reg [WIDTH-1:0] dout_2
);
reg [WIDTH-1:0] mem [ (1<<DEPTH)-1 :0];
initial begin  
end
always @(posedge clk) begin
  if(we_1) begin
    mem[addr_1] <= din_1;
    dout_1 <= din_1;  
  end else begin
    dout_1 <= mem[addr_1];
  end
end
always @(posedge clk) begin
  if(we_2) begin
    mem[addr_2] <= din_2;
    dout_2 <= din_2;
  end else begin
    dout_2 <= mem[addr_2];
  end
end
task load_mem(input [2:0] type);
  begin
    case (type)
      0: begin
        $readmemh("/!Github_coding/project-kyber/sim_hash_stub/mem0_hash_stub.hex", mem);
      end
      1: begin
        $readmemh("/!Github_coding/project-kyber/sim_hash_stub/mem1_hash_stub.hex", mem);
      end
      2: begin
        $readmemh("/!Github_coding/project-kyber/sim_hash_stub/mem2_hash_stub.hex", mem);
      end
      3: begin
        $readmemh("/!Github_coding/project-kyber/sim_hash_stub/mem3_hash_stub.hex", mem);
      end
      4 : begin
        $readmemh("/!Github_coding/project-kyber/sim_hash_stub/mem_matrix_hash_stub.hex", mem);
      end
    endcase
  end
endtask
endmodule

==> CHANGELOG.md <==
## Flow update

* Placed instance count at between 5000 and 6000
* CP Max Fanout at 41
* First-pass detailed-route iteration total at 6
* Final hold violation count at 0
* RSZ-0062 raised after global routing: no
* Via density at 6.46
* CTS tree: done
* Worst reg-to-reg path cell count at 8
* Non-Filler Instances at 5792
* Synth async-reset ratio at 0.0740
* Min Tclk post-route at roughly 8 ns
* Pint at 4440 uW
* WP buf/inv at 2
* Clock share of power at 0.259
* Combinational power share at 0.347
* Die Size at around 120000 sq um
* Crit path to: addr_2[4]
* Sequential share of power at 0.394
* Critical path type: in2reg
* Top-area cell share at 0.556
* Hold_buf cts at 0
* Worst path cell trace: buf_2 > nand3b_1 > a21o_1 > o21bai_4 > buf_4 > mux2_2
* CTS H-tree depth at 4
* Synth Seq Share at 0.604
* Residual DRC at 0
* Crit-path max cell delay at 0.72 ns
* Top-count cell post-synth: edfxtp_1
* MaxCap Viol Count at 0
* Max Root-Sink Buffers at 3
* Cts repair resizes at 0
* Top cells by count: edfxtp_1, mux2_2, nand2_1, o21ai_0, clkbuf_1
* Initial DRC count at 3095
* Slowest stage cell, crit path: o21bai_4
* R2r startpoint: addr_1[1]
* Vias in the first global route at 38200
* Core area at 120000 sq um
* I/O pin cnt at 103
* Clock sinks at 1244
* Clock latency on the worst-skew pair at ~0.77 ns
* FF-to-FF End: ram1.dout_1[2]
* Switching share of power at 0.348
* Routability cong. at 0.949
* Pwr dens at 100 nW/um^2
* Die Height at about 350 um
* WL/cell at 36.4 um
* Outcome: finished clean
* Final Cycle Share at 0.281
* Final worst-path setup slack at 20.13 ns
* Pin count of the biggest net entering global routing at 79
* Worst Hold Class: reg2reg
* Cells after synthesis at 4077
* Cell type with the largest total area after synthesis: edfxtp_1
* Critical Path End Type: flop
* Gr usage total at 0.385
* Critical path depth at 6
* Top cells by area: edfxtp_1, mux2_2, mux4_2
* Worst-margin pin slew at 0.981 ns
* Required @ worst endpoint at 28.65 ns
* Final WL at 211000 um
* Unique cell types at 69
* Worst clock skew at approximately 0.029 ns
* Final ANT Viol Nets at 0
* Buffers on Ports at ~100
* Die width at 350 um
* Area added between synthesis and finish at 12.1%
* CP Data Arrival Time at between 8 and 9 ns
* Flop2flop setup slack at 23.02 ns
* Crit path launch type: input port
* Total number of vias at between 30000 and 40000
* Yosys cell count at 4077
* Tally of OpenROAD warnings at 33
* Seq cells post-synth at 1244
* Top_reg_cell synth: edfxtp_1
* Cts bufs inserted at 139
* Core Density at Floorplan at 0.505
* Mapped Area at a little over 60000 sq um
* Clock slew at reported path FFs at 0.06 ns
* Synth Warn # at 7
* Initial antenna violation count at 13
* CP delay by family, top: buffers and inverters
* LEAKAGE at roughly 0.023 uW
* Worst setup startpoint: set
* Post-place setup slack at approximately 19 ns
* VDD IR max at roughly 0.090 mV
* Switching pwr at 2370 uW
* YS chip area at 60500 sq um
* WHS at 0.434 ns
* Syn Area/Cell at 14.8 sq um
* GR Overflow Total at 0
* Share of cells above drive strength 1 at 0.347
* Rows at approximately 130
* Fmax at 127 MHz
* Fillers at 9346
* Post-DP HPWL at 126000 um
* Max Slew Vio Count at 0
* Rel. slew slack at 0.329
* Global-route wire length before repair at 294000 um
* Clk root buf: clkbuf_16
* EDFF count, synth at 1120
* Post-CTS setup repair buffer count at 0
* Final setup vio count at 0
* Setup Total Neg Slack at 0 ns
## layer usage
metal  wire [um]  part of all wire  track usage
met1       69900              0.33        0.503
met2       93700              0.44        0.527
met3       34600              0.16        0.259
met4       11500             0.055        0.154
met5         885            0.0042       0.0451
## layout by cell type, fill, tap and decap left out, types with 17 or more instances in the layout
master and count:
buf_4 184, clkbuf_1 48, a21oi_1 68, clkbuf_16 140, dfrtp_1 87, nand2_1 303
a32oi_1 23, o22ai_4 24, a22o_1 21, mux4_2 184, nor2_1 56, nor2_4 28
a22oi_1 58, ha_1 34, a211oi_1 30, mux2i_1 150, o22ai_1 50, clkdlybuf4s50_1 101
clkinv_1 18, clkbuf_8 17, edfxtp_1 1120, mux2_2 792, a31oi_1 20, dfxtp_1 32
mux2_1 27, inv_1 86, o21ai_0 260
## cells by family (layout without fill, tap and decap cells)
kind of cell    after synthesis  after routing  synth area share
buf+inv                     531            628            0.0419
simple gates                500            500            0.0371
mux                        1153           1153             0.246
flops                      1244           1244             0.604
compound gates              601            601            0.0605
other cells                   0              6                 0
fa+ha+maj                    42             42           0.00967
xor+xnor                      6              6          0.000868
## how the worst min path moves through the flow
stage                            from          end  depth (start not counted)
after CTS             ram1.dout_1[18]  cal_din[18]                          0
after global routing  ram1.dout_1[21]  cal_din[21]                          0
final                 ram1.dout_1[18]  cal_din[18]                          0
## stage by stage
step,power [uW],area [sq um],util
finish,6810,67800,0.566
global placement,5010,63500,0.529
detailed placement,5030,63500,0.529
CTS,6800,67800,0.565
global route,7080,67800,0.565
floorplan,4230,60500,-
## registers in the layout, summed over array words and instances, names as in the netlist, 6 cells and up
signal	flops
ram1.mem	1024
cbd2_1.dout	24
din_2	32
cal_din	32
dout	32
din_1	32
ram1.dout_1	32
counter	6
## power groups by stage
stage | Sequential, uW | Clock [uW] | Combinational (uW)
final | 2680 | 1760 | 2360
after global routing | 2700 | 1850 | 2520
after CTS | 2670 | 1790 | 2330
## cell type report
class	count	area, sq um	share of cell area
well taps	1612	2020	0.0297
inverters	87	332	0.00489
diodes	6	15.0	0.000221
flip-flops and latches	1244	36600	0.539
clock inverters	49	438	0.00645
repair buffers	287	2420	0.0356
clock buffers	205	3920	0.0577
multi-input cells	2302	22100	0.326
Power figures rest on the tool's default switching activity, not on a simulated workload.
