### design/flow/config.mk
export PLATFORM = sky130hd
export DESIGN_NAME = encode_10
export DESIGN_NICKNAME = encode_10
export VERILOG_FILES = /design/flow/design.v
export SDC_FILE = /design/flow/constraint.sdc
export NUM_CORES = 4
export LEC_CHECK = 1
export CORE_UTILIZATION = 50
### design/flow/constraint.sdc
current_design encode_10

set clk_period 9.5
set clk_io_pct 0.2

create_clock -name clk0 -period $clk_period [get_ports {clk}]

set non_clock_inputs [all_inputs -no_clocks]
set_input_delay [expr $clk_period * $clk_io_pct] -clock clk0 $non_clock_inputs
set_output_delay [expr $clk_period * $clk_io_pct] -clock clk0 [all_outputs]
### design/flow/design.v
module compress_encode #(parameter DD = 4)(
  input clk,
  input set,
  input reset,
  input readin,
  input [15:0] din1,
  input [15:0] din2,
  output wire [15:0] dout1,
  output wire [15:0] dout2,
  output wire readout_ok  
);
wire [DD - 1:0] comp_dout [0:1];
wire comp_readout_ok [0:1];
wire [15:0] din[0:1];
assign din[0] = din1;
assign din[1] = din2;
generate
  case (DD)
    4 : begin : GEN_COMP
      compress #(.DD(4), .ROUND(1665), .DIV(80635), .RR(28), .REG_SIZE(32)) comp1(.clk(clk), 
  .set(set), 
  .reset(reset), 
  .readin(readin), 
  .din(din[0]), 
  .dout(comp_dout[0]), 
  .readout_ok(comp_readout_ok[0]));
      compress #(.DD(4), .ROUND(1665), .DIV(80635), .RR(28), .REG_SIZE(32)) comp2(.clk(clk), 
  .set(set), 
  .reset(reset), 
  .readin(readin), 
  .din(din[1]), 
  .dout(comp_dout[1]), 
  .readout_ok(comp_readout_ok[1]));
      encode_4 encode(.clk(clk), 
  .set(set), 
  .reset(reset), 
  .readin(comp_readout_ok[0] & comp_readout_ok[1]), 
  .din1(comp_dout[0]), 
  .din2(comp_dout[1]), 
  .dout1(dout1), 
  .dout2(dout2), 
  .readout_ok(readout_ok));
    end
    10 : begin : GEN_COMP
      compress #(.DD(10), .ROUND(1665), .DIV(1290167), .RR(32), .REG_SIZE(64)) comp1(.clk(clk), 
  .set(set), 
  .reset(reset), 
  .readin(readin), 
  .din(din[0]), 
  .dout(comp_dout[0]), 
  .readout_ok(comp_readout_ok[0]));
      compress #(.DD(10), .ROUND(1665), .DIV(1290167), .RR(32), .REG_SIZE(64)) comp2(.clk(clk), 
  .set(set), 
  .reset(reset), 
  .readin(readin), 
  .din(din[1]), 
  .dout(comp_dout[1]), 
  .readout_ok(comp_readout_ok[1]));
      encode_10 encode(.clk(clk), 
  .set(set), 
  .reset(reset), 
  .readin(comp_readout_ok[0] & comp_readout_ok[1]), 
  .din1(comp_dout[0]), 
  .din2(comp_dout[1]), 
  .dout1(dout1), 
  .dout2(dout2), 
  .readout_ok(readout_ok));
    end
    default: begin
    end
  endcase
endgenerate
endmodule
module compress #(parameter DD = 4,
                  parameter ROUND = 1665,
                  parameter DIV = 80635,
                  parameter RR = 28,
                  parameter REG_SIZE = 32)(
  input clk,
  input set,
  input reset,
  input readin,
  input [15:0] din,
  output wire [DD - 1:0] dout,
  output wire readout_ok
);
wire [15:0] barr_a;
wire signed [15:0] barr_t;
barrett_reduce barr(
  .clk(clk),
  .set(set),
  .a(barr_a),
  .t(barr_t)
);
localparam MASK = (1 << DD) - 1;
reg [REG_SIZE:0] x1, x2, x3, x4, x5;
reg unsigned [DD-1:0] x6;
reg c1,c2,c3,c4,c5,c6,c7;
assign dout = x6;
assign readout_ok = c7;
assign barr_a = din;
always @(posedge clk or posedge reset) begin
  if(reset) begin
    x1 <= 0;
    x2 <= 0;
    x3 <= 0;
    x4 <= 0;
    x5 <= 0;
    x6 <= 0;
  end
  else if(set) begin
    x1 <= barr_t + ((barr_t >>> 15) & 3329);
    x2 <= x1 << DD;
    x3 <= x2 + ROUND;
    x4 <= x3 * DIV;
    x5 <= x4 >> RR;
    x6 <= x5 & MASK;
  end
end
always @(posedge clk or posedge reset) begin
  if(reset) begin
    c1 <= 0;
    c2 <= 0;
    c3 <= 0;
    c4 <= 0;
    c5 <= 0;
    c6 <= 0;
    c7 <= 0;
  end
  else if(set) begin
    c1 <= readin;
    c2 <= c1;
    c3 <= c2;
    c4 <= c3;
    c5 <= c4;
    c6 <= c5;
    c7 <= c6;
  end
end
endmodule
module encode_4(
  input clk,
  input set,
  input reset,
  input readin,  
  input [3:0] din1,
  input [3:0] din2,
  output wire [15:0] dout1,
  output wire [15:0] dout2,
  output reg readout_ok
);
reg [1:0] counter;
reg [15:0] buffer1, buffer2;
reg [3:0] buf1,buf2,buf3,buf4,buf5,buf6,buf7,buf8;
reg c1,c2; 
assign dout1 = buffer1;
assign dout2 = buffer2;
always @(posedge clk or posedge reset) begin
  if(reset) begin
    c1 <= 0;
  end
  else if(set) begin
    c1 <= readin;
    c2 <= c1;
  end
end
always @(posedge clk or posedge reset) begin
  if(reset) begin
    counter <= 0;
    buf1 <= 0;
    buf2 <= 0;
    buf3 <= 0;
    buf4 <= 0;
    buf5 <= 0;
    buf6 <= 0;
    buf7 <= 0;
    buf8 <= 0;
    readout_ok <= 0;
  end
  else if(set) begin
    if(readin) begin
      counter <= counter + 2'd1;
      buf1 <= din2;
      buf2 <= din1;
      buf3 <= buf1;
      buf4 <= buf2;
      buf5 <= buf3;
      buf6 <= buf4;
      buf7 <= buf5;
      buf8 <= buf6;
      if(counter == 0 & c2 == 1) begin
        buffer1 <= ((buf8) | (buf7 << 4) | (buf6 << 8) | (buf5 << 12));
        buffer2 <= ((buf4) | (buf3 << 4) | (buf2 << 8) | (buf1 << 12));
        readout_ok <= 1;
      end
      else begin
        readout_ok <= 0;
      end
    end
    else begin
      readout_ok <= 0;
    end
  end
end
endmodule
module encode_10(
  input clk,
  input set,
  input reset,
  input readin,
  input [9:0] din1,
  input [9:0] din2,
  output wire [15:0] dout1,
  output wire [15:0] dout2,
  output reg readout_ok
);
reg [2:0] counter;
reg [15:0] buffer1, buffer2;
reg [9:0] buf1,buf2,buf3,buf4,buf5;
reg c1,c2,c3;
assign dout1 = buffer1;
assign dout2 = buffer2;
always @(posedge clk or posedge reset) begin
  if(reset) begin
    c1 <= 0;
  end
  else if(set) begin
    c1 <= readin;
    c2 <= c1;
    c3 <= c2;
  end
end
always @(posedge clk or posedge reset) begin
  if(reset) begin
    counter <= 0;
    buf1 <= 0;
    buf2 <= 0;
    buf3 <= 0;
    buf4 <= 0;
    buf5 <= 0;
    readout_ok <= 0;
  end
  else if(set) begin
    if(readin) begin
      counter <= counter + 2'd1;
      buf1 <= din2;
      buf2 <= din1;
      buf3 <= buf1;
      buf4 <= buf2;
      buf5 <= buf3;
      if(counter == 2) begin
        buffer1 <= (buf4 >> 0) | ((buf3 & 6'h3f) << 10);
        buffer2 <= (buf3 >> 6) | (buf2 << 4) | ((buf1 & 2'h3) << 14);
        readout_ok <= 1;
      end
      else if(counter == 4) begin
        buffer1 <= (buf5 >> 2) | ((buf4 & 8'hff) << 8);
        buffer2 <= (buf4 >> 8) | (buf3 << 2) | ((buf2 & 4'hf) << 12);
        readout_ok <= 1;
      end
      else if(counter == 5) begin
        buffer1 <= (buf4 >> 4) | ( buf3 << 6);
        buffer2 <= (buf2 >> 0) | ((buf1 & 6'h3f) << 10);
        readout_ok <= 1;
      end
      else if(counter == 7) begin
        buffer1 <= (buf5 >> 6) | (buf4 << 4) | ((buf3 & 2'h3) << 14);
        buffer2 <= (buf3 >> 2) | ((buf2 & 8'hff) << 8);
        readout_ok <= 1;
      end
      else if(counter == 0 && c2 == 1) begin
        buffer1 <= (buf4 >> 8) | (buf3 << 2) | ((buf2 & 4'hf) << 12);
        buffer2 <= (buf2 >> 4) | (buf1 << 6);
        readout_ok <= 1;
      end
      else begin
        readout_ok <= 0;
      end
    end
    else begin
      readout_ok <= 0;
    end
  end
end
endmodule
### design/flow/run.sh
#!/bin/bash
# OpenROAD 26Q1-2900-gdf79404cd8, Yosys 0.63+post, stock flow scripts
make -C /OpenROAD-flow-scripts/flow DESIGN_CONFIG=/design/flow/config.mk WORK_HOME=/design/flow/orfs finish
==> reports/results.txt <==
Placed Area: 5110 sq um
post-synth cell types: 36
worst path required time: 9.50 ns
post-CTS resize count: 0
Floorplan Core Area: 8810 sq um
post-route non-filler standard cell count: 542
vias post-DR: 3271
clock-pin slew on the worst setup and hold paths: 0.09 ns
Avg Inst Size Synth: 11.8 sq um
DRC violation total after the first TritonRoute iteration: 166
highest metal used: met4
layout filler cell count: 725
Top FF cell, synth: sky130_fd_sc_hd__dfrtp_1
unrepaired setup endpoints after global routing: no
sequential fraction of design power: 39.8%
Clock Skew: 0.00994 ns
cells in synth_stat.txt: 389
Post-CTS Setup Bufs: 0
total routing usage reported by global routing: 22.4%
DIE WIDTH: 97.8 microns
post-synthesis chip area from yosys: 4580 sq um
final wirelength: 9.75 mm
Pleak: 2.02 nW
# IOs: 57
worst relative slew slack: 54.0%
FP Core Util: 52.1%
biggest area cells: sky130_fd_sc_hd__dfrtp_1 (29%), sky130_fd_sc_hd__edfxtp_1 (22%), sky130_fd_sc_hd__mux2_2 (12%), sky130_fd_sc_hd__a211oi_1 (4.1%), sky130_fd_sc_hd__nor2b_1 (3.4%)
final-layout setup total negative slack: 0 ns
Synth area leader: sky130_fd_sc_hd__dfrtp_1
half-perimeter wire length of the detailed placement result: 5.74 mm
sequential area share after synthesis: 50.5%
fraction of final layout cells sized beyond drive strength 1: 20.3%
highest attainable clock frequency: 0.270 GHz
floorplan die area: 9560 sq um
cell area after synthesis: 4580 sq um
instance count after placement with tap cells included: 526
power density over the cells: 271 nW/um^2
longest individual stage delay on the worst path: 0.52 ns
Log Warnings: 29
cell chosen for the clock root: sky130_fd_sc_hd__clkbuf_8
total number of clock tree sinks: 86
total DRC errors in the routed layout: 16
area occupied by registers: 2320 sq um
internal reg-to-reg setup slack: 6.49 ns
total of warnings raised by yosys: 1
Bufs on Longest Clock Path: 2
violated checks: design-rule violations
average wire per standard cell: 18.0 microns
flops out of synthesis: 86
min-delay worst type: flop to flop
switching pwr: 546 uW
Final GP Congestion: 0.836
Pre-Repair DR Iteration Count: 47
insertion delay at the late pin of the worst-skew pair: 0.35 ns
number of buffers created by CTS: 9
Layout Area Growth over Synthesis: 15.7%
most frequent logic cell in the layout: sky130_fd_sc_hd__clkdlybuf4s50_1
result of the run: finished with violations
Post-synth EDFFs: 33
wire length of the first global-routing pass: 16.3 mm
worst path arrival time: 3.71 ns
Comb area: 2010 sq um
vias in the first global route: 3044
Design Area, Final: 5310 sq um
Worst Setup Start Kind: primary input
Final ANT Viol Nets: 0
antenna cells: 0
Detail Route met3 WL: 641 microns
relative contribution of the clock network to total power: 17.2%
Critical Path Sink Type: flop
top area contributor share: 28.9%
part of the power in combinational logic: 43.0%
number of antenna violations at the first check in global routing: 0
CTS tree: yes
overflow left after global routing: 0
length of routed met2 wiring: 4.38 mm
count of final setup violators: 0
async set or reset register ratio after synthesis: 61.6%
highest ir drop seen on vdd: 0.161 mV
IO buf count: 56
post-synthesis instance total: 389
Slew @ Worst Pin: 0.690 ns
internal power: 892 uW
die y size: 97.8 microns
final hold violations: 0
cell breakdown of the critical path: clkdlybuf4s50_1, nand2_2, buf_4, a311o_1, nor2_2, buf_4
number of rows created at floorplan: 34
wire length the detailed router placed on met1: 4.63 mm
Switching Fraction: 38.0%
Final Cycle Share: 39.0%
crit path max fanout: 53
detail-routed via count per cell: 6.04
count of max-cap constraint violations: 0
Crit-path slowest cell: sky130_fd_sc_hd__clkdlybuf4s50_1
highest-count cells in the layout ignoring fill and taps: sky130_fd_sc_hd__clkdlybuf4s50_1 (56), sky130_fd_sc_hd__dfrtp_1 (53), sky130_fd_sc_hd__mux2_2 (50)
max-slew violations: 0
hold buffer count at CTS: 0
Clock H-tree levels: 3
maximum number of pins on one net before global-route repair: 70
Top cell by count, worst path: sky130_fd_sc_hd__buf_4
minimum clock period after layout: 3.70 ns
critical path class: primary input to flop
-- final cells by class --
type	count	share of cell area [%]
Clock buffer	12	3.14
Clock inverter	4	0.542
Inverter	6	0.424
Multi-Input combinational cell	261	37.8
Sequential cell	86	43.7
Tap cell	108	2.55
Timing Repair Buffer	65	11.8
-- power groups by stage --
| stage | logic, mW | clock network [mW] | registers [mW] |
|---|---|---|---|
| after global routing | 0.690 | 0.271 | 0.584 |
| final | 0.618 | 0.247 | 0.572 |
| after CTS | 0.621 | 0.257 | 0.571 |
-- per-stage QoR --
stage          util (%)  total power, mW  hold WS [ns]  worst slack, ns
2_1_floorplan         -             1.06         0.425             5.40
3_3_place_gp       58.0             1.19         0.433             5.46
3_5_place_dp       58.0             1.20         0.436             5.41
4_1_cts            60.3             1.45         0.458             5.78
5_1_grt            60.3             1.55         0.466             5.66
6_report           60.3             1.44         0.458             5.80
-- registers in the layout, indices dropped and copies added, names as in the netlist --
| name | cells |
|---|---|
| buf1 | 10 |
| buf2 | 10 |
| buf3 | 10 |
| buf4 | 10 |
| buf5 | 8 |
| buffer1 | 16 |
| buffer2 | 16 |
| c1 | 1 |
| c2 | 1 |
| counter | 3 |
| readout_ok | 1 |
-- synthesized netlist by cell type, drive strengths merged, types with 9 or more instances --
cell	number
o21ai	56
dfrtp	53
mux2	50
edfxtp	33
a211oi	32
buf	26
nor2b	25
a31oi	18
and3b	17
clkbuf	10
and2b	9
nand3	9
-- kinds of logic (layout without fill, tap and decap cells) --
family	count (synthesis)	count (layout)	synth area share (%)
AND-OR/OR-AND	122	122	17.5
flip-flops	86	86	50.5
AND/OR/NAND/NOR	82	82	12.0
multiplexers	51	51	12.6
buffers and inverters	42	87	5.81
adder cells (fa/ha/maj)	5	5	1.36
XOR/XNOR	1	1	0.191
-- metal layers --
metal  up-vias  GRT usage [%]
met2       116           33.0
li1       1537              -
met1      1608           37.4
met3        10           5.16
met5         -              0
met4         0           2.33
-- path summary, 6_finish.rpt --
| kind | startpoint | end | depth (start not counted) |
|---|---|---|---|
| setup / recovery | set | buffer1[13]$_DFFE_PP_ | 6 |
| min in group asynchronous | reset | readout_ok$_DFFE_PP0P_ | 2 |
| max in group asynchronous | reset | buf4[9]$_DFFE_PP0P_ | 3 |
| hold reg to reg | c1$_DFFE_PP0P_ | c2$_DFFE_PP_ | 0 |
| setup reg to reg | counter[2]$_DFFE_PP0P_ | buffer1[13]$_DFFE_PP_ | 7 |
| hold / removal | c1$_DFFE_PP0P_ | c2$_DFFE_PP_ | 0 |
-- worst max-delay path, delay by kind of cell --
kind,cells,cell delay [ns]
AND/OR/NAND/NOR,2,0.14
AND-OR/OR-AND,1,0.38
buffers and inverters,3,1.25
No activity file was given, so power comes from the tool's default toggle rates.
