## flow/run.sh

```bash
#!/bin/bash
# OpenROAD 26Q1-2900-gdf79404cd8, Yosys 0.63+post, stock flow scripts
make -C /OpenROAD-flow-scripts/flow DESIGN_CONFIG=/design/flow/config.mk WORK_HOME=/design/flow/orfs finish
```

## flow/config.mk

```make
export PLATFORM = sky130hd
export DESIGN_NAME = invntt_cal
export DESIGN_NICKNAME = invntt_cal
export VERILOG_FILES = /design/flow/design.v
export SDC_FILE = /design/flow/constraint.sdc
export NUM_CORES = 4
export LEC_CHECK = 1
export CORE_UTILIZATION = 30
```

## flow/constraint.sdc

```tcl
current_design invntt_cal

set clk_period 31.3
set clk_io_pct 0.2

create_clock -name clk0 -period $clk_period [get_ports {clk}]

set non_clock_inputs [all_inputs -no_clocks]
set_input_delay [expr $clk_period * $clk_io_pct] -clock clk0 $non_clock_inputs
set_output_delay [expr $clk_period * $clk_io_pct] -clock clk0 [all_outputs]
```

## flow/design.v

```verilog
module fqmul ( 
  input clk,
  input set,
  input  wire signed [15:0] a,
  input  wire signed [15:0] b,
  output wire signed [15:0] t
);  
wire signed [31:0] temp32;
reg set1;
multiplier mult1 (
  .clk(clk),
  .set(set),
  .a(a),
  .b(b),
  .t(temp32)
);
montgomery_reduce mont1 (  
  .clk(clk),
  .set(set1),
  .a(temp32),  
  .t(t)
);
always @(posedge clk) begin
  set1 <= set;
end
endmodule
module multiplier (
  input clk,
  input set,
  input  wire signed [15:0] a,
  input  wire signed [15:0] b,
  output reg signed [31:0] t
);
always @(posedge clk) begin
  if(set) begin
    t <= a * b;  
  end
end
endmodule
module invntt_cal(
  input clk,
  input set,
  input wire signed [15:0] f1,  
  input wire signed [15:0] f2,  
  input wire signed [15:0] zeta1,
  input wire signed [15:0] zeta2,  
  output wire signed [15:0] r1,
  output wire signed [15:0] r2
);
wire [15:0] A = f1 + f2;
wire [15:0] B = f1 - f2;
fqmul fq1(
  .clk(clk),
  .set(set),
  .a(zeta1),
  .b(B),
  .t(r1)
);
fqmul fq2(
  .clk(clk),
  .set(set),
  .a(zeta2),
  .b(A),
  .t(r2)
);
endmodule 
module montgomery_reduce (  
  input clk,  
  input set,
  input  wire signed [31:0] a,
  output reg  signed [15:0] t
);
reg signed [31:0] temp32;
reg signed [15:0] temp16;
always @(posedge clk) begin  
  if(set) begin
    temp32 = a;
    temp16 = (temp32 * -3327) &16'hFFFF;
    temp32 = temp16 * 13'sd3329;
    t = (a - temp32) >> 16;
  end
end
endmodule
```

==> results.py <==
# Flow results
metrics = {
    "status": {
        "outcome": "finished clean",
    },
    "detailed_routing": {
        "postRouteAntennaNets": 0,
        "dr_wl_met3_mm": 4.64,
        "met2_length_mm": 29.4,
        "antenna_cells": 0,
        "routed_wl_mm": 65.8,
        "routedLengthMet1_mm": 30.9,
        "initialDrtViolationCount": 785,
        "dr.max_layer_used": "met5",
        "drcViolationCount": 0,
        "via_per_inst": 4.38,
        "dr.pass1.iters": 5,
        "dr_total_vias": 21300,
        "wl_per_cell_um": 13.6,
    },
    "synth": {
        "yosysWarnings": 3,
        "ys_chip_area_um2": 32400,
        "ys_seq_share_pct": 8.97,
        "edf_count": 96,
        "netlist_instances": 3372,
        "ff_type": "edfxtp_1",
        "avgSynthCellArea_um2": 9.60,
        "synth-async-reset-ratio_pct": 0,
        "ys_seq_elements": 97,
        "yosys.area.top_type": "fa_1",
        "ys_cells": 3372,
        "top_area_share_pct": 39.5,
        "ys_types": 74,
        "synth_area_um2": 32400,
        "yosys-top-cells-area": "fa_1, ha_1, inv_1",
    },
    "final_timing": {
        "tns_ps": 0,
        "finalMaxSlewViolations": 0,
        "hold_viol_final": 0,
        "fin_crit_ps": 14260,
        "clock_skew_ps": 20.1,
        "max-slew-margin-rel_pct": 43.5,
        "timing.fmax_mhz": 70.1,
        "worst_slew_pin_slew_ps": 845,
        "setup_viol": 0,
        "fin_ws_ps": 17040,
        "rsz0062_at_grt": "false",
        "fin_hold_ws_ps": 795,
        "min_period_over_period_pct": 45.5,
    },
    "cts": {
        "clkTransAtPathRegs_ps": 80,
        "clk_path_buf_depth": 2,
        "cts_buffers": 9,
        "cts-root-buf": "clkbuf_16",
        "cts_tree": "yes",
        "htreeDepth": 3,
        "cts_sinks": 97,
        "cts_hold_buf": 0,
        "cts.repair.resized": 0,
        "clock_latency_ps": 380,
        "post_cts_buffers": 0,
    },
    "worst_hold_path": {
        "min_path_type": "reg2reg",
    },
    "critical_path": {
        "setup.worst_path.start": "f2[0]",
        "rr_endpoint": "fq1.mont1.t[15]",
        "cp-start-kind": "input port",
        "r2r_cells": 31,
        "criticalPathCategory": "in2reg",
        "cp_slowest_cell": "fa_1",
        "r2r-start": "fq1.mult1.t[3]",
        "slowest_delay_ps": 540,
        "cp_top_family": "adder cells",
        "required_ps": 31430,
        "crit_arrival_ps": 14390,
        "cp.buffers_inverters": 7,
        "crit_cells": 34,
        "worst-r2r-setup-slack_ps": 21760,
        "cp_common_cell": "fa_1",
        "end_kind": "register",
        "cp_max_fo": 16,
        "crit_path_end": "fq1.mult1.t[28]",
    },
    "die": {
        "dieHeight_um": 330,
        "core-area_um2": 107000,
        "rows": 120,
        "dieArea_um2": 109000,
        "initCoreUtil_pct": 30.2,
        "die_x_um": 330,
        "pin_count": 98,
    },
    "global_route": {
        "grt_remaining_overflow": 0,
        "grt.total_usage_pct": 13.5,
        "antenna_found_initial": 5,
        "grt_pass1_vias": 23000,
        "grt_pass1_wl_mm": 114,
        "grt_max_degree": 43,
    },
    "run": {
        "warnings": 65,
        "drv_cap": 0,
    },
    "place": {
        "dp_hpwl_mm": 57.4,
        "gp_congestion": 0.891,
        "pre_cts_ws_ps": 16670,
        "io_buffers": 97,
        "place_area_um2": 35100,
    },
    "finish": {
        "filler_cell_count": 10900,
        "postLayoutCellArea_um2": 35400,
        "syn2layout_area_growth_pct": 9.47,
        "drive_gt1_share_pct": 2.69,
    },
}
through the flow:
stage	utilization (%)	std cells
after floorplan	-	3372
after global placement	32.8	4841
after detailed placement	32.8	4841
after CTS	33.1	4856
after global routing	33.1	4856
final	33.1	4856
state kept, by name, summed over array words and instances (netlist names):
| name | count |
|---|---|
| fq1.mont1.t | 16 |
| fq2.mult1.t | 32 |
| fq2.mont1.t | 16 |
| fq1.mult1.t | 32 |
| fq1.set1 | 1 |
logic make-up (layout without fill, tap and decap cells):
logic type / Yosys count / after routing / share of synthesized area [%]
compound gates: 274 / 274 / 5.71
xor+xnor: 168 / 168 / 4.59
fa+ha+maj: 1131 / 1131 / 58.5
buf+inv: 977 / 1058 / 11.4
flops: 97 / 97 / 8.97
mux: 3 / 3 / 0.100
simple gates: 722 / 722 / 10.7
layer usage:
layer | GRT usage [%] | vias to the layer above
met2 | 21.2 | 442
met5 | 0 | -
met3 | 4.39 | 55
li1 | - | 10300
met1 | 19.5 | 10400
met4 | 1.45 | 10
synth_stat cells, types with 8 or more instances:
cell / instances
a211oi_1: 8
clkbuf_1: 61
and2_1: 138
nand3_1: 15
or2_2: 11
o21bai_1: 17
edfxtp_1: 96
inv_1: 904
nand2b_1: 22
a21oi_1: 85
nor3_1: 24
o21a_1: 15
and3_1: 9
ha_1: 492
fa_1: 639
o21ai_0: 42
xor2_1: 36
xnor2_1: 130
buf_2: 12
nor2b_1: 71
a21o_1: 44
nor2_1: 91
nand2_1: 322
how the worst min path moves through the flow:
| stage | from | end | slack [ps] | cells past startpoint |
|---|---|---|---|---|
| CTS | fq1.set1 | fq1.mont1.t[1] | 820 | 1 |
| global route | fq1.set1 | fq1.mont1.t[1] | 830 | 1 |
| finish | fq1.set1 | fq1.mont1.t[1] | 800 | 1 |
layout by cell type (no fill, tap or decap), types with 44 or more instances in the layout:
master,count
and2_1,138
ha_1,492
a21oi_1,85
a21o_1,44
nor2b_1,71
inv_1,904
xnor2_1,130
edfxtp_1,96
nand2_1,322
nor2_1,91
clkdlybuf4s50_1,96
fa_1,639
layout make-up:
cell class | instances | area, µm² | share of cell area, %
multi-input combinational | 2298 | 25800 | 72.8
inverter | 904 | 3390 | 9.58
clock buffer | 9 | 225 | 0.636
tap | 1403 | 1760 | 4.95
clock inverter | 6 | 90.1 | 0.254
sequential | 97 | 2900 | 8.20
timing repair buffer | 139 | 1280 | 3.62
