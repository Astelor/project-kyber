<file path="./design.v">
module ct_butfly(
  input clk,
  input set,
  input wire signed [15:0] f,  
  input wire signed [15:0] t,  
  output reg signed [15:0] r1,  
  output reg signed [15:0] r2  
);
always @(posedge clk) begin
  if(set) begin
    r1 <= f - t;
    r2 <= f + t;
  end
end
endmodule
module fqmul ( 
  input clk,
  input set,
  input  wire signed [15:0] a,
  input  wire signed [15:0] b,
  output wire signed [15:0] t
);  
wire signed [31:0] temp32;
reg set1;
multiplier mult1 (
  .clk(clk),
  .set(set),
  .a(a),
  .b(b),
  .t(temp32)
);
montgomery_reduce mont1 (  
  .clk(clk),
  .set(set1),
  .a(temp32),  
  .t(t)
);
always @(posedge clk) begin
  set1 <= set;
end
endmodule
module multiplier (
  input clk,
  input set,
  input  wire signed [15:0] a,
  input  wire signed [15:0] b,
  output reg signed [31:0] t
);
always @(posedge clk) begin
  if(set) begin
    t <= a * b;  
  end
end
endmodule
module montgomery_reduce (  
  input clk,  
  input set,
  input  wire signed [31:0] a,
  output reg  signed [15:0] t
);
reg signed [31:0] temp32;
reg signed [15:0] temp16;
always @(posedge clk) begin  
  if(set) begin
    temp32 = a;
    temp16 = (temp32 * -3327) &16'hFFFF;
    temp32 = temp16 * 13'sd3329;
    t = (a - temp32) >> 16;
  end
end
endmodule
module ntt_cal(
  input clk,
  input set,
  input wire signed [15:0] f1,  
  input wire signed [15:0] f2,  
  input wire signed [15:0] zeta,
  output wire signed [15:0] r1,
  output wire signed [15:0] r2
);
wire signed [15:0] f1_zeta;
reg signed [15:0] f2_1, f2_2;  
fqmul fq1(
  .clk(clk),
  .set(set),
  .a(f1),
  .b(zeta),
  .t(f1_zeta)
);
ct_butfly ct1(
  .clk(clk),
  .set(set),
  .f(f2_2),
  .t(f1_zeta),
  .r1(r1),
  .r2(r2)
);
always @(posedge clk) begin
  f2_1 <= f2;
  f2_2 <= f2_1;
end
endmodule
</file>
<file path="./run.sh">
#!/bin/bash
# OpenROAD 26Q1-2900-gdf79404cd8, Yosys 0.63+post, stock flow scripts
make -C /OpenROAD-flow-scripts/flow DESIGN_CONFIG=/design/flow/config.mk WORK_HOME=/design/flow/orfs finish
</file>
<file path="./config.mk">
export PLATFORM = sky130hd
export DESIGN_NAME = ntt_cal
export DESIGN_NICKNAME = ntt_cal
export VERILOG_FILES = /design/flow/design.v
export SDC_FILE = /design/flow/constraint.sdc
export NUM_CORES = 4
export LEC_CHECK = 1
export CORE_UTILIZATION = 50
</file>
<file path="./constraint.sdc">
current_design ntt_cal

set clk_period 10.7
set clk_io_pct 0.2

create_clock -name clk0 -period $clk_period [get_ports {clk}]

set non_clock_inputs [all_inputs -no_clocks]
set_input_delay [expr $clk_period * $clk_io_pct] -clock clk0 $non_clock_inputs
set_output_delay [expr $clk_period * $clk_io_pct] -clock clk0 [all_outputs]
</file>
==> metrics.csv <==
metric,value,unit
number of diodes,0,
gr usage total,0.207,
Mapped Area,18700,µm²
reported max-cap violation count,0,
Post-route DRC,0,
Rel. slew slack,0.467,
yosys warns,5,
total tool warning count,52,
Area Overhead vs Synth,8.25,%
crit path max fanout,27,
Clock Sinks,112,
routed via count,11824,
Worst R2R End,fq1.mont1.t[15],
Rows,70,
DPL Wire Length,28900,µm
Ports,82,
vias in the first global route,12590,
largest net degree at the start of global routing,34,
clk buf depth,2,
Setup CP Type,flip-flop to flip-flop,
final setup fails,0,
"top cells, area","fa_1 (34%), ha_1 (17%), edfxtp_1 (13%)",
R2R cell count,30,
flip-flops with a built-in enable,79,
Die W,195,µm
setup TNS,0,ns
Synth flops,112,
R2R Setup Slk,2.35,ns
fin crit share,0.780,
antenna violations before repair,0,
1st-iter DRT viols,434,
main flop type,edfxtp_1,
post-synthesis chip area from yosys,18700,µm²
Hold Crit Class,flip-flop to flip-flop,
Post-Syn Instances,1886,
hold_buf cts,0,
core area,36700,µm²
H-Tree Depth,3,
worst hold endpoint,f2_2[12],
fin crit period,8.35,ns
clk root buf,clkbuf_16,
"Seq/Total Area, Yosys",0.162,
Slew Limit Fails,0,
DRT antenna net count,0,
DR WL/cell,14.1,µm
"Core Util, Final",0.551,
final std cells w/o fill,2414,
post-route cell area,20200,µm²
crit-path max cell delay,0.51,ns
placed cell areas,19900,µm²
hold_sp,f2_1[12],
post-synth cell types,70,
CTS buffer count,9,
CP most frequent cell,ha_1,
layout cells sized above 1,0.0185,
Worst Max-Slew Pin Slew,0.799,ns
Reg2Reg Launch Point,fq1.mult1.t[4],
worst setup margin,2.35,ns
DIE AREA,38100,µm²
Setup crit start kind,flip-flop,
first-pass GRT wire length,59600,µm
TritonCTS clock tree,yes,
dpl cells,2398,
IO buf count,81,
DR vias/cell,4.90,
worst hold stages,0,
Max Freq,120,MHz
Init Core Util,0.509,
CTS resizes,0,
DRT Pass-1 Iters,4,
ys cells,1886,
async set-or-reset flop fraction in the synthesized netlist,0,
Post-CTS Setup Inserts,0,
"Reg clk slew, reported paths",0.07,ns
die height,195,µm
top-area cell type share of the netlist area,0.343,
outcome,"complete, no violations",
Final Hold Vio Count,0,
unrepaired setup endpoints after global routing,no,
Routed WL,34000,µm
clk ins delay skew pair,0.36,ns
RD Place Congestion,0.902,
Synth top cell by count,inv_1,
slowest CP cell,edfxtp_1,
crit end category,flip-flop,
top post-synthesis cells by count,"inv_1 (474), fa_1 (320), ha_1 (261), nand2_1 (167), and2_1 (106)",
Mean Syn Cell Area,9.90,µm²
CP Data Arrival Time,8.46,ns
Worst Clk Skew,0.00669,ns
DP Worst Slack,1.98,ns
"Data required, critical path",10.81,ns
top cell type by total area after synthesis,fa_1,
GRT overflow,0,
==> cell type report <==
class                      count  area, µm²
clock buffer                  11        243
tap                          468        586
inverter                     477       1790
clock inverter                 5       38.8
sequential                   112       3030
timing repair buffer          84        828
fill                        3212      16500
multi-input combinational   1257      13700
==> logic make-up (layout without fill, tap and decap cells) <==
kind of cell | count (synthesis) | after routing | synth area share
xor gates and xnor gates | 99 | 99 | 0.0468
buffers and inverters | 517 | 577 | 0.104
AOI/OAI and AO/OA | 164 | 164 | 0.0596
muxes | 2 | 2 | 0.00114
adders and majority gates | 581 | 581 | 0.518
and+or+nand+nor | 411 | 411 | 0.108
DFF | 112 | 112 | 0.162
==> critical path, delay by kind of cell, from the launching register on <==
kind	cells	cell delay, ns
buf+inv	6	0.56
xor+xnor	3	0.41
compound gates	5	0.85
fa+ha+maj	14	5.03
flops	1	0.51
simple gates	2	0.72
==> layout by cell type, fill, tap and decap left out, drive strengths merged, types with 49 or more instances in the layout <==
cell type / count
a21oi: 59
clkdlybuf4s50: 80
edfxtp: 79
nor2: 49
ha: 261
and2: 106
inv: 478
xnor2: 80
nand2: 167
fa: 320
==> worst max path at each step <==
stage | startpoint | end | slack, ns | cells past startpoint
6_report | fq1.mult1.t[4] | fq1.mont1.t[15] | 2.35 | 30
4_1_cts | fq1.mult1.t[4] | fq1.mont1.t[15] | 2.26 | 30
5_1_grt | fq1.mult1.t[1] | fq1.mont1.t[15] | 1.97 | 30
==> sequential cells by signal (all words and copies together), names as in the netlist <==
name and cells:
ct1.r1 15, ct1.r2 16, f2_1 16, f2_2 16, fq1.mont1.t 16, fq1.mult1.t 32, fq1.set1 1
==> routing by layer <==
metal / global-route usage / part of all wire
met1: 0.329 / 0.48
met2: 0.309 / 0.43
met3: 0.0626 / 0.075
met4: 0.0292 / 0.016
met5: 0 / 0
==> metrics by stage <==
| stage | hold slack (ns) |
|---|---|
| after CTS | 0.330 |
| final | 0.328 |
| after floorplan | 0.310 |
| after global placement | 0.313 |
| after detailed placement | 0.312 |
| after global routing | 0.336 |
