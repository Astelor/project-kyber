`flow/config.mk`:
```
export PLATFORM = sky130hd
export DESIGN_NAME = decode12
export DESIGN_NICKNAME = decode12
export VERILOG_FILES = /design/flow/design.v
export SDC_FILE = /design/flow/constraint.sdc
export NUM_CORES = 4
export LEC_CHECK = 1
export CORE_UTILIZATION = 30
```
`flow/run.sh`:
```
#!/bin/bash
# OpenROAD 26Q1-2900-gdf79404cd8, Yosys 0.63+post, stock flow scripts
make -C /OpenROAD-flow-scripts/flow DESIGN_CONFIG=/design/flow/config.mk WORK_HOME=/design/flow/orfs finish
```
`flow/constraint.sdc`:
```
current_design decode12

set clk_period 2.8
set clk_io_pct 0.2

create_clock -name clk0 -period $clk_period [get_ports {clk}]

set non_clock_inputs [all_inputs -no_clocks]
set_input_delay [expr $clk_period * $clk_io_pct] -clock clk0 $non_clock_inputs
set_output_delay [expr $clk_period * $clk_io_pct] -clock clk0 [all_outputs]
```
`flow/design.v`:
```
module decode12(
  input clk,
  input set,
  input reset,
  input readin,
  input [7:0]  din,
  input [15:0] in_index,
  output [15:0] dout_1,
  output [15:0] dout_2,
  output reg output_ok,
  output reg [15:0] out_index 
);
reg [2:0] counter;
reg [7:0] stage;
reg [15:0] temp_1;
reg [15:0] temp_2;
reg [1:0] t;
assign dout_1 = (output_ok) ? temp_1 : 0;
assign dout_2 = (output_ok) ? temp_2 : 0;
always @(posedge clk or posedge reset) begin
  if(reset) begin
    counter <= -1;
    out_index <= -1;  
    output_ok <= 0;
    temp_1 <= 'dz; 
    temp_2 <= 'dz; 
    stage  <= 'dz; 
    t <= 0;
  end
  else if(set & readin) begin
    stage <= din;
    t <= in_index % 3;
    case (t)
      0 : begin
        temp_1 <= stage;
      end
      1 : begin  
        temp_1 <= (temp_1 | stage << 8) & 12'hfff;
        temp_2 <= stage >> 4;
      end
      2 : begin
        temp_2 <= (temp_2 | stage << 4) & 12'hfff;
      end
    endcase
    if(counter == 2) begin
      counter <= 0;
      out_index <= out_index + 1;
      output_ok <= 1;
    end
    else begin
      counter <= counter + 1;  
      output_ok <= 0;
    end
  end
end
endmodule
```
==> Flow_metrics.wiki <==
== Flow metrics ==
{| class="wikitable"
! Metric !! Value
|-
| Synth flops || 54
|-
| Data arrival time of the critical path || 7.51 ns
|-
| Gate count after technology mapping || 750
|-
| Most frequent standard cell in the layout excluding fill and tap cells || sky130_fd_sc_hd__buf_4
|-
| Cell Count, Final, Fillers Out || 1243
|-
| First-pass GRT wire length || 29700 um
|-
| Number of synthesized flops with an enable pin || 0
|-
| Nature of the critical path startpoint || input port
|-
| Largest net degree at the start of global routing || 31
|-
| Highest cell delay on the worst timing path || 0.56 ns
|-
| Placeable core region || 18700 um2
|-
| Tally of max-capacitance violations || 0
|-
| Cell with the biggest individual delay on the critical path || sky130_fd_sc_hd__or4b_4
|-
| Endpoint type of the worst setup path || register
|-
| Register area share after synthesis || 24.0%
|-
| Crit Reg-Reg Startpoint || counter[1]
|-
| Post-synthesis async set-or-reset flop share || 100%
|-
| Worst R2R End || out_index[15]
|-
| Synth top area share || 15.3%
|-
| Number of hold violations in the final report || 0
|-
| Min-Delay Endpoint || temp_1[1]
|-
| Initial Util || 30.6%
|-
| Late-Pin Clk Latency || 0.29 ns
|-
| CTS root buffer || sky130_fd_sc_hd__clkbuf_16
|-
| Synthesized cell area || 5720 um2
|-
| Via count of the first global-routing pass || 5968
|-
| Reg2Reg Depth || 7
|-
| Dominant register cell in the synthesized netlist || sky130_fd_sc_hd__dfrtp_1
|-
| Floorplan die width || 140 um
|-
| Wire length on met2 || 8020 um
|-
| Number of iterations in the first detailed-routing pass || 5
|-
| Fmax achieved || 136 MHz
|-
| Worst Setup Slack, final || -4.54 ns
|-
| Detailed-route DRC error count || 0
|-
| CP delay by family, top || simple AND/OR/NAND/NOR gates
|-
| Number of pins exceeding their max-slew limit in the final report || 0
|-
| Violations in the final reports || negative setup slack
|-
| Number of endpoints failing setup at the final stage || 2
|-
| Number of placed instances with taps included || 1207
|-
| Number of OpenROAD warnings || 31
|-
| Total detailed-routing wirelength || 17600 um
|-
| Most numerous logic cells after layout || sky130_fd_sc_hd__buf_4, sky130_fd_sc_hd__nand2_1, sky130_fd_sc_hd__clkdlybuf4s50_1
|-
| Number of buffers on the longest clock path || 2
|-
| Maximum vdd drop || 292 uV
|-
| Path category of the worst min-delay check || reg -> reg
|-
| Routed metal-1 wirelength || 8740 um
|-
| Tot GR Track Use || 18.2%
|-
| Highest metal layer used by the detailed router || met4
|-
| Leakage power figure || 0.00374 uW
|-
| Count of cells along the worst hold path || 2
|-
| Count of vias placed by the detailed router || 6454
|-
| Max-slew headroom || 57.1%
|-
| Cell accounting for the most synthesized area || sky130_fd_sc_hd__dfrtp_1
|-
| CTS tree || done
|-
| Synth top area cells || sky130_fd_sc_hd__dfrtp_1, sky130_fd_sc_hd__dfstp_2, sky130_fd_sc_hd__nand2_1
|-
| Class of the most critical setup path || in -> reg
|-
| Vias per Instance || 5.19
|-
| Overall power of the completed layout || 4440 uW
|-
| Worst clock skew || 0.00632 ns
|-
| RSZ-0062 raised after global routing || true
|-
| Worst-margin pin slew || 0.642 ns
|-
| Port Buffer Count || 68
|-
| I/O pin count || 77
|-
| PwrDens || 500 nW/um2
|-
| Post-layout period usage || 262%
|-
| Final weighted congestion of routability-driven global placement || 0.916
|-
| Required time reported for the critical path endpoint || 2.97 ns
|-
| Time the final worst path needs with I/O delays and setup || 7.34 ns
|-
| Number of levels the H-tree was split into || 2
|-
| Area of the synthesized netlist per yosys stat || 5720 um2
|-
| Worst reg2reg setup slack || 0.78 ns
|-
| Number of inserted diodes || 0
|-
| Highest net fanout along the worst path || 7
|-
| Worst path buffer plus inverter count || 4
|-
| Final HPWL from detailed placement || 13300 um
|-
| Status || complete, but fails checks
|-
| Yosys stat cell total || 750
|-
| Fin Setup TNS || -9.06 ns
|-
| Clock transition time at the flip-flop clock pins of the worst setup and hold paths || 0.07 ns
|-
| Avg WL per Cell || 14.2 um
|-
| Post-route antenna net violation count || 0
|-
| Grt ovf || 0
|-
| Start point of the worst hold path || temp_1[1]
|-
| Floorplan row count || 50
|-
| CTS Buf Count || 5
|-
| # hold bufs at CTS || 0
|-
| Fraction of layout cells with a size suffix above 1 || 37.2%
|-
| Die H || 140 um
|-
| Yosys synthesis warning count || 4
|-
| Initial detailed-routing violation count || 353
|-
| Area delta synth->final || 55.4%
|-
| Distinct cell type count after synthesis || 101
|-
| Fin Hold WS || 0.471 ns
|-
| Initial antenna violation count || 0
|-
| Clk sinks || 54
|-
| Average cell area after synthesis || 7.62 um2
|-
| Met3 WL || 723 um
|-
| Total die area || 19600 um2
|}
synthesized netlist by cell type (6+ instances only):
| cell type | instances |
|---|---|
| sky130_fd_sc_hd__a211oi_1 | 12 |
| sky130_fd_sc_hd__a21o_1 | 6 |
| sky130_fd_sc_hd__a21oi_1 | 62 |
| sky130_fd_sc_hd__a31oi_1 | 17 |
| sky130_fd_sc_hd__and2_1 | 29 |
| sky130_fd_sc_hd__and3_1 | 10 |
| sky130_fd_sc_hd__buf_2 | 7 |
| sky130_fd_sc_hd__buf_4 | 10 |
| sky130_fd_sc_hd__clkbuf_1 | 36 |
| sky130_fd_sc_hd__dfrtp_1 | 35 |
| sky130_fd_sc_hd__dfstp_2 | 19 |
| sky130_fd_sc_hd__ha_1 | 8 |
| sky130_fd_sc_hd__inv_1 | 19 |
| sky130_fd_sc_hd__nand2_1 | 104 |
| sky130_fd_sc_hd__nand2b_1 | 16 |
| sky130_fd_sc_hd__nand3_1 | 18 |
| sky130_fd_sc_hd__nand4_1 | 11 |
| sky130_fd_sc_hd__nor2_1 | 61 |
| sky130_fd_sc_hd__nor3_1 | 24 |
| sky130_fd_sc_hd__nor4_1 | 7 |
| sky130_fd_sc_hd__o211ai_1 | 6 |
| sky130_fd_sc_hd__o21ai_0 | 41 |
| sky130_fd_sc_hd__o21ai_1 | 6 |
| sky130_fd_sc_hd__o22ai_1 | 7 |
| sky130_fd_sc_hd__o31a_1 | 6 |
| sky130_fd_sc_hd__xnor2_1 | 26 |
| sky130_fd_sc_hd__xor2_1 | 7 |
metrics by stage:
stage | worst slack, ns | utilization, % | area, um2
after floorplan | -4.93 | - | 5900
after global placement | -5.39 | 43.5 | 8140
after detailed placement | -5.46 | 43.5 | 8140
after CTS | -4.61 | 46.7 | 8730
after global routing | -4.93 | 47.5 | 8890
final | -4.54 | 47.5 | 8890
tightest hold or removal path, cell delays in order (launching register included):
cell and delay, ns:
sky130_fd_sc_hd__dfrtp_1 0.33, sky130_fd_sc_hd__nand2_1 0.04, sky130_fd_sc_hd__o21ai_0 0.06
kinds of logic after synthesis:
family / share of synthesized area (%)
and+or+nand+nor: 29.7
other: 0.0656
xor gates and xnor gates: 5.34
buffers and inverters: 6.52
AOI/OAI and AO/OA: 31.3
DFF: 24.0
muxes: 1.12
adders and majority gates: 1.93
final cells by class:
| class | instances | area [um2] |
|---|---|---|
| inverters | 20 | 75.1 |
| multi-input cells | 624 | 4460 |
| clock inverters | 2 | 38.8 |
| flip-flops and latches | 54 | 1380 |
| fillers | 1733 | 9820 |
| well taps | 234 | 293 |
| repair buffers | 303 | 2500 |
| clock buffers | 6 | 150 |
power by group:
| group | internal (uW) | switching, uW | leakage [uW] |
|---|---|---|---|
| clock network | 478 | 276 | 0.0000922 |
| logic | 1340 | 1170 | 0.00300 |
| registers | 1020 | 161 | 0.000645 |
how the worst max path moves through the flow:
| stage | from | endpoint | slack [ns] | cells past startpoint |
|---|---|---|---|---|
| 5_1_grt | in_index[15] | t[1] | -4.93 | 38 |
| 6_report | in_index[14] | t[1] | -4.54 | 36 |
| 4_1_cts | in_index[14] | t[1] | -4.61 | 37 |
sequential cells by signal, summed over array words and instances (netlist names):
| signal | flops |
|---|---|
| temp_1 | 12 |
| temp_2 | 12 |
| out_index | 16 |
| output_ok | 1 |
| counter | 3 |
| stage | 8 |
| t | 2 |
per-layer routing:
metal  up-vias  track usage [%]
met4         0             1.91
met2       183             28.5
met3        11             1.11
met1      2993             28.7
li1       3267                -
met5         -                0
timing repair:
item / in CTS / in global routing
setup buffers: 24 / 4
pin swaps: 49 / 16
gates resized: 68 / 22
setup endpoints to repair: 2 / 2
Power figures rest on the tool's default switching activity, not on a simulated workload.
